<file path="design/flow/design.v">
`timescale 1ns / 1ps
module ID_EX(PCAddResult_in_IDEX, ReadData1_in_IDEX, ReadData2_in_IDEX, signExtend_in_IDEX, rt_in_IDEX, 
                rd_in_IDEX, RegWrite_in_IDEX, MemtoReg_in_IDEX, Branch_in_IDEX, MemRead_in_IDEX, 
                MemWrite_in_IDEX, RegDst_in_IDEX, ALUOp_in_IDEX, ALUSrc_in_IDEX, 
                PCAddResult_out_IDEX, ReadData1_out_IDEX, ReadData2_out_IDEX, signExtend_out_IDEX, 
                rt_out_IDEX, rd_out_IDEX, RegWrite_out_IDEX, MemtoReg_out_IDEX, Branch_out_IDEX, 
                MemRead_out_IDEX, MemWrite_out_IDEX, RegDst_out_IDEX, ALUOp_out_IDEX, ALUSrc_out_IDEX,
                size_in_IDEX, size_out_IDEX, Clk_in, Rst, JR_in_IDEX, JR_out_IDEX, special_rt_in_IDEX, special_rt_out_IDEX, j_and_jal_in_IDEX, j_and_jal_out_IDEX); 
  input [31:0] PCAddResult_in_IDEX;
  input [31:0] ReadData1_in_IDEX;
  input [31:0] ReadData2_in_IDEX;
  input [31:0] signExtend_in_IDEX;
  input [4:0] rt_in_IDEX;
  input [4:0] rd_in_IDEX;
  input RegWrite_in_IDEX;
  input MemtoReg_in_IDEX;
  input Branch_in_IDEX;
  input MemRead_in_IDEX;
  input MemWrite_in_IDEX;
  input RegDst_in_IDEX;
  input [5:0] ALUOp_in_IDEX;
  input ALUSrc_in_IDEX; 
  input [1:0] size_in_IDEX;
  input Clk_in;
  input Rst;
  input JR_in_IDEX;
  input j_and_jal_in_IDEX;
  input special_rt_in_IDEX;
  output reg [31:0] PCAddResult_out_IDEX;
  output reg [31:0] ReadData1_out_IDEX;
  output reg [31:0] ReadData2_out_IDEX;
  output reg [31:0] signExtend_out_IDEX;
  output reg [4:0] rt_out_IDEX;
  output reg [4:0] rd_out_IDEX;
  output reg RegWrite_out_IDEX;
  output reg MemtoReg_out_IDEX;
  output reg Branch_out_IDEX;
  output reg MemRead_out_IDEX;
  output reg MemWrite_out_IDEX;
  output reg RegDst_out_IDEX;
  output reg [5:0] ALUOp_out_IDEX;
  output reg ALUSrc_out_IDEX;
  output reg [1:0] size_out_IDEX;
  output reg JR_out_IDEX;
  output reg j_and_jal_out_IDEX;
  output reg special_rt_out_IDEX;
  always @(posedge Rst or posedge Clk_in) begin
    if (Rst) begin
        PCAddResult_out_IDEX <= 0;
        ReadData1_out_IDEX <= 0;
        ReadData2_out_IDEX <= 0;
        signExtend_out_IDEX <= 0;
        rt_out_IDEX <= 0;
        rd_out_IDEX <= 0;
        RegWrite_out_IDEX <= 0;
        MemtoReg_out_IDEX <= 0;
        Branch_out_IDEX <= 0;
        MemRead_out_IDEX <= 0;
        MemWrite_out_IDEX <= 0;
        RegDst_out_IDEX <= 0;
        ALUOp_out_IDEX <= 0;
        ALUSrc_out_IDEX <= 0; 
        size_out_IDEX <= 0;
        JR_out_IDEX <= 0;
        j_and_jal_out_IDEX <= 0;
        special_rt_out_IDEX <= 0;
    end
    else if (Clk_in) begin
        PCAddResult_out_IDEX <= PCAddResult_in_IDEX;
        ReadData1_out_IDEX <= ReadData1_in_IDEX;
        ReadData2_out_IDEX <= ReadData2_in_IDEX;
        signExtend_out_IDEX <= signExtend_in_IDEX;
        rt_out_IDEX <= rt_in_IDEX;
        rd_out_IDEX <= rd_in_IDEX;
        RegWrite_out_IDEX <= RegWrite_in_IDEX;
        MemtoReg_out_IDEX <= MemtoReg_in_IDEX;
        Branch_out_IDEX <= Branch_in_IDEX;
        MemRead_out_IDEX <= MemRead_in_IDEX;
        MemWrite_out_IDEX <= MemWrite_in_IDEX;
        RegDst_out_IDEX <= RegDst_in_IDEX;
        ALUOp_out_IDEX <= ALUOp_in_IDEX;
        ALUSrc_out_IDEX <= ALUSrc_in_IDEX; 
        size_out_IDEX <= size_in_IDEX;
        JR_out_IDEX <= JR_in_IDEX;
        j_and_jal_out_IDEX <= j_and_jal_in_IDEX;
        special_rt_out_IDEX <= special_rt_in_IDEX;
    end
  end
endmodule
</file>
<file path="design/flow/run.sh">
#!/bin/bash
# OpenROAD 26Q1-2900-gdf79404cd8, Yosys 0.63+post, stock flow scripts
make -C /OpenROAD-flow-scripts/flow DESIGN_CONFIG=/design/flow/config.mk WORK_HOME=/design/flow/orfs finish
</file>
<file path="design/flow/config.mk">
export PLATFORM = sky130hd
export DESIGN_NAME = ID_EX
export DESIGN_NICKNAME = ID_EX
export VERILOG_FILES = /design/flow/design.v
export SDC_FILE = /design/flow/constraint.sdc
export NUM_CORES = 4
export LEC_CHECK = 1
export CORE_UTILIZATION = 30
</file>
<file path="design/flow/constraint.sdc">
current_design ID_EX

set clk_period 1.0
set clk_io_pct 0.2

create_clock -name clk0 -period $clk_period [get_ports {Clk_in}]

set non_clock_inputs [all_inputs -no_clocks]
set_input_delay [expr $clk_period * $clk_io_pct] -clock clk0 $non_clock_inputs
set_output_delay [expr $clk_period * $clk_io_pct] -clock clk0 [all_outputs]
</file>
==> impl_metrics.csv <==
group,metric,value,unit
run_status,status,"finished with violations",
run_status,violations,"setup timing",
detailed_routing,drc,0,
floorplanning,fp.dieW,116.1,um
critical_path,cp-start-kind,"flop",
sta,hold_viol,0,
pwr,p_per_area,1963,nW/um2
sta,max_slew_margin,0.7720,
sta,worstMarginPinSlew,342.0,ps
finish,multi_input_comb_cells,0,
clocking,cts_made_buffers,17,
critical_path,path_cells,"buf_2",
detailed_routing,num_antenna_cells,0,
synthesis,top_area_frac,0.9990,
worst_hold_path,min_to,"ReadData1_out_IDEX[12]",
sta,worst_slack,-99.74,ps
finish,synthToLayoutAreaGrowth,82.26,%
finish,fillers,1083,
critical_path,critical_path_class,"reg2out",
detailed_routing,vias,2618,
critical_path,endpoint_kind,"output pin",
floorplanning,io_pins,314,
clocking,cts_tree,"done",
synthesis,synth_cell_type_count,2,
placed_design,portBuffers,313,
sta,whs,224.2,ps
finish,flop_area,3904,um2
placed_design,dp_hpwl,8.127,mm
synthesis,synth_warnings,1,
synthesis,synthMostInstantiatedCell,"dfrtp_1",
clocking,cts_num_sinks,156,
detailed_routing,vias_per_cell,3.867,
synthesis,postSynthAreaPerCell,24.89,um2
critical_path,max_stage_delay,370,ps
global_route,antenna_found_initial,0,
finish,drive_gt1_frac,0.3762,
sta,max_freq,909.3,MHz
floorplanning,die_y,116.1,um
floorplanning,coreArea,12670,um2
worst_hold_path,hold_path_startpoint,"ReadData1_in_IDEX[12]",
pwr,vdd_drop_max,0.001183,V
floorplanning,die_area,13490,um2
synthesis,syn_inst,157,
detailed_routing,first_iter_violations,91,
synthesis,syn_area,3907,um2
sta,fin_setup_tns,-11120,ps
synthesis,synthTopCellsByArea,"dfrtp_1, inv_1",
synthesis,numSynthFlops,156,
clocking,cts_setup_buffers,0,
synthesis,yosysTopAreaCell,"dfrtp_1",
critical_path,cp.arrival,900,ps
synthesis,yosys-stat-area,3907,um2
pwr,p_leak,3.352,nW
sta,finalClockPeriodUsage,1.100,
sta,rsz0062_at_grt,"true",
critical_path,worst-path-buf-inv,1,
detailed_routing,wl,10.52,mm
job,warnings,28,
synthesis,synth-cells-yosys,157,
synthesis,async_flop_share,1.000,
clocking,cts_root_buffer,"clkbuf_16",
critical_path,cp_slowest_cell,"dfrtp_1",
floorplanning,rows,41,
synthesis,top_cells_by_count,"dfrtp_1, inv_1",
finish,comb_area,0,um2
global_route,grt_start_max_net_pins,66,
detailed_routing,dr.pass1.iters,3,
placed_design,gp_congestion,0.7973,
global_route,gr-total-overflow,0,
detailed_routing,ant_nets,0,
clocking,cts.clk_slew.worst_paths,60,ps
detailed_routing,wire_per_inst,15.54,um
clocking,htree_levels,4,
synthesis,synth-seq-area-share,0.9990,
clocking,cts_buffer_depth,2,
sta,setup_viol,156,
worst_hold_path,holdPathStages,1,
sta,period_minus_slack,1100,ps
critical_path,cp.required,800,ps
critical_path,critPathTopFamily,"flip-flops",
synthesis,edf_count,0,
global_route,grt_pass1_vias,2697,
global_route,track_usage,0.1580,
global_route,grt_pass1_wl,14.83,mm
floorplanning,initial_core_util,0.3084,
critical_path,critical_path_depth,1,
synthesis,synth-main-ff-cell,"dfrtp_1",
critical_path,critical_path.max_fanout,1,
sta,drv_slew,0,
job,maxCapViolations,0,
worst_hold_path,hold_class,"in2reg",
[how the worst max path moves through the flow]
stage / start / endpoint / slack (ps)
6_report: ALUSrc_out_IDEX / ALUSrc_out_IDEX / -100
5_1_grt: ALUSrc_out_IDEX / ALUSrc_out_IDEX / -160
4_1_cts: ALUSrc_out_IDEX / ALUSrc_out_IDEX / -140
[report_power, final]
group          internal, W  switching [W]
clock              0.00389        0.00237
sequential         0.00663      0.0000684
combinational     0.000754       0.000264
[cell usage in the layout, fill, tap and decap left out, drive strengths merged]
| cell | instances |
|---|---|
| buf | 159 |
| bufinv | 3 |
| clkbuf | 19 |
| clkdlybuf4s50 | 157 |
| clkinv | 6 |
| clkinvlp | 5 |
| dfrtp | 156 |
[what timing repair did]
action                                  in CTS  in global routing
resized                                    491                  0
hold buffers                                 0                  0
endpoints found under the setup margin     156                156
[per-layer routing]
| layer | share of wire | wire length [um] | vias up | GRT usage |
|---|---|---|---|---|
| li1 | - | - | 1159 | - |
| met1 | 0.34 | 3545 | 1269 | 0.1923 |
| met3 | 0.13 | 1349 | 13 | 0.07664 |
| met5 | 0 | 0 | - | 0 |
| met4 | 0.022 | 228 | 0 | 0.02991 |
| met2 | 0.51 | 5395 | 177 | 0.2631 |
[per-stage QoR]
| step | instances | area [um2] | setup slack, ps | power [W] | util |
|---|---|---|---|---|---|
| after global routing | 677 | 7122 | -158.2 | 0.01457 | 0.5621 |
| after CTS | 677 | 7122 | -143.0 | 0.01421 | 0.5621 |
| final | 677 | 7122 | -99.74 | 0.01398 | 0.5621 |
| after global placement | 645 | 7320 | -45.09 | 0.008175 | 0.5777 |
| after floorplan | 157 | 3911 | -1173 | 0.006834 | - |
| after detailed placement | 645 | 7320 | -55.81 | 0.008185 | 0.5777 |
[registers in the layout, indices dropped and copies added (netlist names), 2 cells and up]
register / flops
ALUOp_out_IDEX: 6
PCAddResult_out_IDEX: 32
ReadData1_out_IDEX: 32
ReadData2_out_IDEX: 32
rd_out_IDEX: 5
rt_out_IDEX: 5
signExtend_out_IDEX: 32
size_out_IDEX: 2
[area by class of cell]
cell class | instances | area share
Clock buffer | 19 | 0.06079
Clock inverter | 13 | 0.02108
Inverter | 1 | 0.001054
Sequential cell | 156 | 0.5481
Tap cell | 172 | 0.03022
Timing Repair Buffer | 316 | 0.3387
[cells by family (layout without fill, tap and decap cells)]
kind of cell | count (synthesis) | after routing | share of synthesized area
DFF | 156 | 156 | 0.9990
buffers and inverters | 1 | 349 | 0.0009597
No activity file was given, so power comes from the tool's default toggle rates.
