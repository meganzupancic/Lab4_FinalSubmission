**run.sh**
```bash
#!/bin/bash
# OpenROAD 26Q1-2900-gdf79404cd8, Yosys 0.63+post, stock flow scripts
make -C /OpenROAD-flow-scripts/flow DESIGN_CONFIG=/design/flow/config.mk WORK_HOME=/design/flow/orfs finish
```
**config.mk**
```make
export PLATFORM = sky130hd
export DESIGN_NAME = EX_MEM
export DESIGN_NICKNAME = EX_MEM
export VERILOG_FILES = /design/flow/design.v
export SDC_FILE = /design/flow/constraint.sdc
export NUM_CORES = 4
export LEC_CHECK = 1
export CORE_UTILIZATION = 30
```
**constraint.sdc**
```tcl
current_design EX_MEM

set clk_period 1.0
set clk_io_pct 0.2

create_clock -name clk0 -period $clk_period [get_ports {Clk_in}]

set non_clock_inputs [all_inputs -no_clocks]
set_input_delay [expr $clk_period * $clk_io_pct] -clock clk0 $non_clock_inputs
set_output_delay [expr $clk_period * $clk_io_pct] -clock clk0 [all_outputs]
```
**design.v**
```verilog
`timescale 1ns / 1ps
module EX_MEM(MemWrite_in_EXMEM, MemRead_in_EXMEM, Branch_in_EXMEM, MemtoReg_in_EXMEM, 
                RegWrite_in_EXMEM, ALUAddResult_in_EXMEM, Zero_in_EXMEM, ALUResult_in_EXMEM, 
                ReadData2_in_EXMEM, mux2_Result_in_EXMEM,
                MemWrite_out_EXMEM, MemRead_out_EXMEM, Branch_out_EXMEM, MemtoReg_out_EXMEM, 
                RegWrite_out_EXMEM, ALUAddResult_out_EXMEM, Zero_out_EXMEM, ALUResult_out_EXMEM, 
                ReadData2_out_EXMEM, mux2_Result_out_EXMEM,
                size_in_EXMEM, size_out_EXMEM, Clk_in, Rst, JR_in_EXMEM, JR_out_EXMEM, j_and_jal_in_EXMEM, j_and_jal_out_EXMEM);
  input MemWrite_in_EXMEM;
  input MemRead_in_EXMEM;
  input Branch_in_EXMEM;
  input MemtoReg_in_EXMEM;
  input RegWrite_in_EXMEM;
  input [31:0] ALUAddResult_in_EXMEM;
  input Zero_in_EXMEM;
  input [31:0] ALUResult_in_EXMEM;
  input [31:0] ReadData2_in_EXMEM;
  input [4:0] mux2_Result_in_EXMEM;
  input [1:0] size_in_EXMEM;
  input Clk_in;
  input Rst;
  input JR_in_EXMEM;
  input j_and_jal_in_EXMEM;
  output reg MemWrite_out_EXMEM;
  output reg MemRead_out_EXMEM;
  output reg Branch_out_EXMEM;
  output reg MemtoReg_out_EXMEM;
  output reg RegWrite_out_EXMEM;
  output reg [31:0] ALUAddResult_out_EXMEM;
  output reg Zero_out_EXMEM;
  output reg [31:0] ALUResult_out_EXMEM;
  output reg [31:0] ReadData2_out_EXMEM;
  output reg [4:0] mux2_Result_out_EXMEM;
  output reg [1:0] size_out_EXMEM;
  output reg JR_out_EXMEM;
  output reg j_and_jal_out_EXMEM;
  always @(posedge Rst or posedge Clk_in) begin
      if (Rst) begin
          MemWrite_out_EXMEM <= 0;
          MemRead_out_EXMEM <= 0;
          Branch_out_EXMEM <= 0;
          MemtoReg_out_EXMEM <= 0;
          RegWrite_out_EXMEM <= 0;
          ALUAddResult_out_EXMEM <= 0;
          Zero_out_EXMEM <= 0;
          ALUResult_out_EXMEM <= 0;
          ReadData2_out_EXMEM <= 0;
          mux2_Result_out_EXMEM <= 0;
          size_out_EXMEM <= 0;
          JR_out_EXMEM <= 0;
          j_and_jal_out_EXMEM <= 0;
      end
      else if (Clk_in) begin
          MemWrite_out_EXMEM <= MemWrite_in_EXMEM;
          MemRead_out_EXMEM <= MemRead_in_EXMEM;
          Branch_out_EXMEM <= Branch_in_EXMEM;
          MemtoReg_out_EXMEM <= MemtoReg_in_EXMEM;
          RegWrite_out_EXMEM <= RegWrite_in_EXMEM;
          ALUAddResult_out_EXMEM <= ALUAddResult_in_EXMEM;
          Zero_out_EXMEM <= Zero_in_EXMEM;
          ALUResult_out_EXMEM <= ALUResult_in_EXMEM;
          ReadData2_out_EXMEM <= ReadData2_in_EXMEM;
          mux2_Result_out_EXMEM <= mux2_Result_in_EXMEM;
          size_out_EXMEM <= size_in_EXMEM;
          JR_out_EXMEM <= JR_in_EXMEM;
          j_and_jal_out_EXMEM <= j_and_jal_in_EXMEM;
      end
  end
endmodule
```
==> run summary <==
fresh numbers from the pnr run: status complete, but fails checks, violated checks setup timing, yosys stat cell total 112, distinct cell type count after synthesis 2, DR pass1 iterations 22, Core Area 0.00885 mm^2, placed insts 446, sequential-to-total area share from yosys stat 99.9%, mean routed wirelength per cell 14.2 um, port buffer count 223, Slew @ Worst Pin 247 ps, Final Setup Violations 111, num rows 34, Die W 98.3 um, pre-CTS WS 5.48 ps, CP peak stage delay 380 ps, Hold WC Path Type in2reg, slowest CP cell dfrtp_1, P_leak 0.00227 uW, share of layout cells above drive strength 1 36.3%, main logic family after synthesis buffers and inverters, post-route ant nets 0, Remaining DRCs 0, CTS Root Cell clkbuf_8, area fraction in mux cells 0%, yosys aoi share 0%, Final Cell Area 0.00482 mm^2, CP Cell Sequence buf_2, Log Warnings 28, synthesized area 0.00278 mm^2, syn_area_per_cell 24.8 um^2, endpoints failing hold 0, post-DP HPWL 4.98 mm, VDD IR max 0.645 mV, Sink Count 111, I/O pin cnt 224, and+or+nand+nor area frac 0%, GRT Overall Usage 14.7%, CP endpoint kind output port, first-pass GRT wire length 10.3 mm, worst setup margin -38.7 ps, Top Layout Cells clkdlybuf4s50_1 (112), dfrtp_1 (111), buf_2 (111), # hold bufs at CTS 0, Ys Warns 1, Commonest Layout Cell clkdlybuf4s50_1, total power 7770 uW, Inserted Diodes 0, chip area 0.00966 mm^2, Filler cells 771, minimum clock period 1040 ps, period utilization 104%, FP Core Util 31.4%, initial antenna violation count 0, sequential standard cell area 0.00278 mm^2, Crit Path Max Fanout 1, routed wire length 6.54 mm, CTS Buf Count 9, clock-pin slew on the worst setup and hold paths 100 ps, vias in the first global route 1928, crit path launch type register, #MultiIn Comb 0, CP delay by family, top flip-flops, Worst EP required 800 ps, Adder-Cell Fraction of Synth Area 0%, Final Util 54.5%, Max Slew Vio Count 0, crit path DAT 840 ps, die height 98.3 um, Yosys Chip Area 0.00278 mm^2, placed inst area 0.00521 mm^2, area delta synth->final 73.3%, Max-slew headroom 83.6%, type of the worst setup path reg2out, Max H-tree Level 3, unrepaired setup endpoints after global routing true, Post-CTS Setup Bufs 0, clock buffer depth 2, largest net degree at the start of global routing 48, routed vias 1829, yosys xor share 0%, CP bufs+invs 1, vias per cell 3.97, power per cell area 1610 mW/mm^2, Final Wtd Congestion 0.730, Post-Syn Instances 112, Yosys reg bits 111, non-filler instance count after layout 461, CTS tree done, fmax 0.963 GHz, Initial DRC Count 54, PostCTS Resize Cnt 337, Max-Cap Viols 0, grt total ovfl 0, logic area 0 um^2
==> cells in the mapped netlist <==
master   instances  area, um^2
dfrtp_1        111        2780
inv_1            1        3.75
==> where the power goes <==
part	switching [uW]	total, uW	leakage (uW)	internal (uW)
logic	178	721	0.000903	543
clock network	1390	2300	0.0000760	909
registers	44.2	4750	0.00129	4710
==> layer usage <==
metal / track usage, % / share of wire [%] / routed length [um]
met1: 19.6 / 34 / 2230
met2: 23.2 / 49 / 3210
met3: 7.19 / 15 / 968
met4: 2.76 / 1.9 / 127
met5: 0 / 0 / 0
==> cell type report <==
class,count,area share [%]
Sequential cell,111,57.6
Clock inverter,4,0.675
Inverter,1,0.156
Clock buffer,11,2.73
Timing Repair Buffer,226,36.0
Tap cell,108,2.80
==> registers in the layout, summed over array words and instances, names as in the netlist <==
signal	cells
ALUAddResult_out_EXMEM	32
ALUResult_out_EXMEM	32
Branch_out_EXMEM	1
JR_out_EXMEM	1
MemRead_out_EXMEM	1
MemWrite_out_EXMEM	1
MemtoReg_out_EXMEM	1
ReadData2_out_EXMEM	32
RegWrite_out_EXMEM	1
Zero_out_EXMEM	1
j_and_jal_out_EXMEM	1
mux2_Result_out_EXMEM	5
size_out_EXMEM	2
==> cell families (layout without fill, tap and decap cells) <==
| kind of cell | after synthesis | in the layout |
|---|---|---|
| buf+inv | 1 | 242 |
| flops | 111 | 111 |
==> worst paths after layout <==
path | start | end | slack, ps | cells past startpoint
worst max-delay path | ReadData2_out_EXMEM[21] | ReadData2_out_EXMEM[21] | -40 | 1
worst min-delay path | ALUAddResult_in_EXMEM[5] | ALUAddResult_out_EXMEM[5] | 270 | 1
max in group asynchronous | Rst | MemRead_out_EXMEM | 450 | 3
min in group asynchronous | Rst | ReadData2_out_EXMEM[0] | 290 | 3
==> stage by stage <==
step	setup TNS (ps)	hold WS, ps
after global routing	-9170	236
after detailed placement	0	648
after CTS	-5900	249
after floorplan	-60320	231
after global placement	0	644
final	-2470	271
Power is estimated from default activity; no workload was simulated.
