$ cat ./design.v
`timescale 1ns / 1ps
module ALU32Bit(ALUControl, A, B, ALUResult, Zero);
	input [5:0] ALUControl;  
	input [31:0] A;	     
	input [31:0] B;
	output reg [31:0] ALUResult;	 
	output reg Zero;	     
	always @(*) begin
	   ALUResult <= 0;   
	   Zero <= 0;
		case (ALUControl)
			6'b100000:  
				ALUResult <= A + B;
			6'b100010:  
				ALUResult <= A - B;   
			6'b011000:  
				ALUResult <= A * B;
			6'b100100:  
				ALUResult <= A & B;
			6'b100101:  
				ALUResult <= A | B;
			6'b100111:  
				ALUResult <= ~($signed(A | B));
			6'b100110:  
				ALUResult <= A ^ B;
			6'b000000:  
				ALUResult <= B * (2**A);
			6'b111111:  
				ALUResult <= B / (2**A);
			6'b101010:  
				ALUResult <= (A < B) ? 32'b1 : 32'b0;
			6'b001000:  
				ALUResult <= A;
			6'b000001: begin  
				if (B == 1) begin   
					Zero <= ($signed(A) >= 0) ? 1'b1 : 1'b0;
				end
				else if (B == 0) begin   
					Zero <= ($signed(A) < 0) ? 1'b1 : 1'b0;
				end
			end
			6'b000100:  
    				Zero <= ($signed(A) == $signed(B)) ? 1'b1 : 1'b0;
			6'b000101:  
   				    Zero <= ($signed(A) != $signed(B)) ? 1'b1 : 1'b0;
			6'b000111:  
    				Zero <= ($signed(A) > 0) ? 1'b1 : 1'b0;
			6'b000110:  
    				Zero <= ($signed(A) <= 0) ? 1'b1 : 1'b0;
		  	6'b000010: begin  
			  	ALUResult <= B * 4;
			  	Zero <= 1'b1;
			end
		  	6'b000011: begin  
			  	ALUResult <= B * 4;
			  	Zero <= 1'b1;
			end
			default: begin
				ALUResult <= 32'b0;
				Zero <= 1'b0;
			end
		endcase
	end
endmodule
`timescale 1ns / 1ps
module ALUAdd(A, B, ALUAddResult);
    input [31:0] A;
    input [31:0] B;
    output reg [31:0] ALUAddResult;
    always @(*) begin
        ALUAddResult <= A + B;
    end
endmodule
`timescale 1ns / 1ps
module ALUControl(ALUOp, funct, ALUControl, shift_select);
  input [5:0] ALUOp;
  input [5:0] funct;
  output reg [5:0] ALUControl;
  output reg shift_select;
  always @(*) begin
    ALUControl = 6'b010101;   
    shift_select = 0;
    if (ALUOp == 6'b000000) begin
        case (funct)
           6'b100000:  
              ALUControl = 6'b100000;
	       6'b100010:  
              ALUControl = 6'b100010;
	       6'b100100:  
              ALUControl = 6'b100100;
	       6'b100101:  
              ALUControl = 6'b100101;
	       6'b100111:  
              ALUControl = 6'b100111;
	       6'b100110:  
              ALUControl = 6'b100110;
	       6'b000000: begin  
              ALUControl = 6'b000000;
              shift_select = 1;
           end
	       6'b000010: begin  
              ALUControl = 6'b111111;  
              shift_select = 1;
           end
            6'b101010:  
	      ALUControl = 6'b101010;
	       6'b001000:  
	      ALUControl = 6'b001000;
	    endcase
	end
	else begin
	    case (ALUOp)
	       6'b011100:   
	           ALUControl = 6'b011000;
           6'b101011:  
              ALUControl = 6'b100000;
	       6'b100011:  
	          ALUControl = 6'b100000;
	       6'b001000:  
	          ALUControl = 6'b100000;
	       6'b001100:  
		      ALUControl = 6'b100100;
	       6'b001101:  
		      ALUControl = 6'b100101;
	       6'b001110:  
		      ALUControl = 6'b100110;
	       6'b001010:  
		      ALUControl = 6'b101010;
	       6'b101000:  
		      ALUControl = 6'b100000;
   	        6'b100000:  
		      ALUControl = 6'b100000;
	       6'b101001:  
		      ALUControl = 6'b100000;
	       6'b100001:  
		      ALUControl = 6'b100000;
	       6'b000001:  
		      ALUControl = 6'b000001;
	       6'b000100:  
		      ALUControl = 6'b000100;
	       6'b000101:  
		      ALUControl = 6'b000101;
	       6'b000111:  
		      ALUControl = 6'b000111;
	       6'b000110:  
		      ALUControl = 6'b000110;
	       6'b000010:  
		      ALUControl = 6'b000010;
	       6'b000011:  
		      ALUControl = 6'b000011;
		   default: begin
		      ALUControl = 6'b010101;
		      shift_select = 0;
		   end
    endcase
    end
  end
endmodule
`timescale 1ns / 1ps
module Mux32Bit2To1(inA, inB, sel, out);
    input [31:0] inA;
    input [31:0] inB;
    input sel;
    output reg [31:0] out;
    always @(*) begin
        if (sel === 1'bx) begin
            out <= 32'b0;  
        end else if (sel == 0) begin
            out <= inA;
        end else begin
            out <= inB;
        end
    end
endmodule
`timescale 1ns / 1ps
module Mux5Bit2To1(inA, inB, sel, out);
    input [4:0] inA;
    input [4:0] inB;
    input sel;
    output reg [4:0] out;
    always @(*) begin
        if (sel === 1'bx) begin
            out <= 4'b0;  
        end else if (sel == 0) begin
            out <= inA;
        end else begin
            out <= inB;
        end
    end
endmodule
`timescale 1ns / 1ps
module ShiftLeft2(in, out);
    input [31:0] in;
    output reg [31:0] out;
    always @(*) begin 
        out <= in * 4;
    end
endmodule
`timescale 1ns / 1ps
module ZeroExtend5Bit(shamt, out);
    input [4:0] shamt;
    output reg [31:0] out;
    always @(*) begin
            out = {27'b0, shamt};
    end
endmodule
`timescale 1ns / 1ps
module stage_EX (RegWrite_in_EX, MemtoReg_in_EX, Branch_in_EX, MemRead_in_EX, MemWrite_in_EX, RegDst_EX, 
                 ALUOp_EX, ALUSrc_EX, PCAddResult_EX, ReadData1_EX, ReadData2_in_EX, SignExtResult_EX, 
                 rt_EX, rd_EX, RegWrite_out_EX, MemtoReg_out_EX, 
                 Branch_out_EX, MemRead_out_EX, MemWrite_out_EX, ALUAddResult_EX, Zero_EX, ALUResult_EX, 
                 ReadData2_out_EX, mux2_result_EX, size_in_EX, size_out_EX, JR_in_EX, JR_out_EX, special_rt_EX, j_and_jal_in_EX, j_and_jal_out_EX);
  input RegWrite_in_EX;
  input MemtoReg_in_EX;
  input Branch_in_EX;
  input MemRead_in_EX;
  input MemWrite_in_EX;
  input RegDst_EX;
  input [5:0] ALUOp_EX;
  input ALUSrc_EX;
  input [31:0] PCAddResult_EX;
  input [31:0] ReadData1_EX;
  input [31:0] ReadData2_in_EX;
  input [31:0] SignExtResult_EX;
  input [4:0] rt_EX;
  input [4:0] rd_EX;
  input [1:0] size_in_EX;
  input JR_in_EX;
  input j_and_jal_in_EX;
  input special_rt_EX;
  output RegWrite_out_EX;
  output MemtoReg_out_EX;
  output Branch_out_EX;
  output MemRead_out_EX;
  output MemWrite_out_EX;
  output [31:0] ALUAddResult_EX;
  output Zero_EX;
  output [31:0] ALUResult_EX;
  output [31:0] ReadData2_out_EX;
  output [4:0] mux2_result_EX;
  output [1:0] size_out_EX;
  output JR_out_EX;
  output j_and_jal_out_EX;
  wire [31:0] SL_result_EX;
  wire [31:0] mux1_result_EX;
  wire [5:0] ALUControl_EX;
  wire shift_sel;
  wire [31:0] mux8_result_EX;
  wire [31:0] out_ze;
  wire [31:0] rt_extended;
  wire [31:0] mux9_result_EX;
  assign RegWrite_out_EX = RegWrite_in_EX;
  assign MemtoReg_out_EX = MemtoReg_in_EX;
  assign Branch_out_EX = Branch_in_EX;
  assign MemRead_out_EX = MemRead_in_EX;
  assign MemWrite_out_EX = MemWrite_in_EX;
  assign ReadData2_out_EX = ReadData2_in_EX;
  assign size_out_EX = size_in_EX;
  assign JR_out_EX = JR_in_EX;
  assign j_and_jal_out_EX = j_and_jal_in_EX;
  ShiftLeft2 c1(SignExtResult_EX, SL_result_EX);
  ALUAdd c2(PCAddResult_EX, SL_result_EX, ALUAddResult_EX);
  Mux32Bit2To1 c3(ReadData2_in_EX, SignExtResult_EX, ALUSrc_EX, mux1_result_EX);
  ZeroExtend5Bit ze(SignExtResult_EX[10:6], out_ze);
  Mux32Bit2To1 mux8(ReadData1_EX, out_ze, shift_select, mux8_result_EX);
  ALUControl c4(ALUOp_EX, SignExtResult_EX[5:0], ALUControl_EX, shift_select);     
  ALU32Bit c5(ALUControl_EX, mux8_result_EX, mux9_result_EX, ALUResult_EX, Zero_EX);
  Mux5Bit2To1 c6(rt_EX, rd_EX, RegDst_EX, mux2_result_EX);
  ZeroExtend5Bit zert(rt_EX, rt_extended);
  Mux32Bit2To1 mux9(mux1_result_EX, rt_extended, special_rt_EX, mux9_result_EX);
endmodule
$ cat ./constraint.sdc
current_design stage_EX

set clk_period 15.0
set clk_io_pct 0.2

create_clock -name clk0 -period $clk_period

set non_clock_inputs [all_inputs -no_clocks]
set_input_delay [expr $clk_period * $clk_io_pct] -clock clk0 $non_clock_inputs
set_output_delay [expr $clk_period * $clk_io_pct] -clock clk0 [all_outputs]
$ cat ./config.mk
export PLATFORM = sky130hd
export DESIGN_NAME = stage_EX
export DESIGN_NICKNAME = stage_EX
export VERILOG_FILES = /design/flow/design.v
export SDC_FILE = /design/flow/constraint.sdc
export NUM_CORES = 4
export LEC_CHECK = 1
export CORE_AREA = 10 10 111 111
export DIE_AREA = 0 0 121 121
$ cat ./run.sh
#!/bin/bash
# OpenROAD 26Q1-2900-gdf79404cd8, Yosys 0.63+post, stock flow scripts
make -C /OpenROAD-flow-scripts/flow DESIGN_CONFIG=/design/flow/config.mk WORK_HOME=/design/flow/orfs finish
==> run notes <==
run metrics: Final Hold Viols 0, Required @ worst endpoint 12,000 ps, via/cell ratio 4.65, routability cong. 0.914, Die Y 121 um, I/O Pins 267, Top area cell types buf_4 (25%), ha_1 (15%), xnor2_1 (5.1%), a21oi_1 (5.0%), nand2_1 (4.2%), DR DRC count 0, crit end category output pin, HPWL after DPL 6960 um, status completed, gr usage total 9.63%, die width 121 um, Synth top cell by count buf_4, Yosys top cell area share 24.6%, pin count of the biggest net entering global routing 33, Cell Type Count 53, Max Cap Viol 0, number of global-route vias before repair 2,340, synthesized instance count 345, Pre-Place Util 24.4%, Power Dens Cells 39.8 nW/um2, crit path cell chain clkdlybuf4s50_1 -> ha_1 -> inv_1 -> fa_1 -> nor2b_1 -> o2111a_1 -> o2111ai_1 -> o211ai_1 -> a211oi_1 -> nor3_1 -> clkdlybuf4s50_1, IO Port Bufs 129, Storage cell area 0 um2, YS chip area 2410 um2, CP startpoint SignExtResult_EX[0], Starting DRT DRC Count 79, Least-Margin Pin Slew 597 ps, post-cts gate resize count 0, placed inst area 3240 um2, final setup vio count 0, yosys cell count 345, post-synthesis sequential area ratio 0%, most used cell, CP clkdlybuf4s50_1, headroom to the max-slew limit 59.8%, Util after Layout 32.8%, area leader, netlist buf_4, critical path's slowest cell clkdlybuf4s50_1, setup repair bufs after CTS 0, vias 2,434, achievable frequency 111 MHz, crit path time final 9000 ps, initial antenna violation count 0, Syn Std Cell Area 2410 um2, drt pass-1 iters 4, placed insts 524, WHS Path Cells 0, first-pass GRT wire length 11,900 um, Critical Path Sink ALUAddResult_EX[26], ANT nets after route 0, Core Area 9860 um2, cycle use final 60.0%, seq_cells 0, leakage 1.25 nW, DRT Wirelength 7790 um, RSZ-0062 raised after global routing no, count of tool warnings 79, Post-CTS Hold Buffers 0, worst min-delay path class in2out, Levels on crit path 11, Setup TNS 0 ps, critical path fanouts, max 5, chip area 14,600 um2, Startpoint Class primary input, fin cells 524, critical path class in2out, Area Overhead vs Synth 34.5%, crit path DAT 6000 ps, synth warn 8, Clock Buffer Count 0, drt wl/cell 14.9 um, top cells by count buf_4 (79), ha_1 (29), nand2_1 (27), nor2_1 (27), a21oi_1 (24), synthesized area per cell 6.97 um2, slowest stage delay, CP 540 ps, antenna cells 0, Final Max Tran Viols 0, post-route cell area 3240 um2, # rows 36, CP bufs+invs 3, Overflow after GRT 0, Design Power 129 uW, fraction of final layout cells sized beyond drive strength 1 3.32%, CP delay by family, top buffers and inverters, Max VDD drop 0.0129 mV
-- kinds of logic (layout without fill, tap and decap cells) --
family	Yosys count	in the layout	share of synthesized area, %
mux	2	2	0.832
compound gates	85	85	24.7
other cells	1	5	0.156
xor+xnor	24	24	8.74
simple gates	102	102	20.6
buf+inv	101	143	29.1
fa+ha+maj	30	30	15.9
-- layout by cell type (no fill, tap or decap), types with 2 or more instances in the layout --
cell,count
mux2i_1,2
inv_1,13
conb_1,5
nand3_1,9
o21ai_0,10
a21oi_1,24
nand4_1,6
and2_1,4
o221ai_1,3
o21a_1,6
xnor2_1,14
a21oi_2,2
and3_1,2
a31oi_1,2
or2_2,2
nand2b_1,2
xor2_1,10
nand2_1,27
o31a_1,3
nor3_1,10
o2111ai_1,3
o21ai_1,4
nor2_1,27
nor2b_1,2
and2b_2,2
clkdlybuf4s50_1,129
a21o_1,6
ha_1,29
a211oi_1,3
nor3b_1,2
o211ai_1,5
nor4_1,3
a311oi_1,2
-- per-layer routing --
layer | GRT usage, % | wire (um) | up-vias
met1 | 11.9 | 3260 | 1085
met5 | 0 | 0 | -
met3 | 3.21 | 916 | 4
met2 | 16.5 | 3580 | 110
met4 | 0.603 | 36 | 0
li1 | - | - | 1235
-- layout make-up --
| class | instances | area [um2] |
|---|---|---|
| Fill cell | 1023 | 6630 |
| Inverter | 13 | 48.8 |
| Multi-Input combinational cell | 248 | 1720 |
| Tap cell | 133 | 166 |
| Timing Repair Buffer | 130 | 1300 |
-- worst min-delay path by stage --
stage / start / to / slack, ps
final: PCAddResult_EX[0] / ALUAddResult_EX[0] / 6000
after global routing: MemRead_in_EX / MemRead_out_EX / 6000
after CTS: PCAddResult_EX[0] / ALUAddResult_EX[0] / 6000
-- metrics by stage --
stage          setup slack (ps)  hold WS (ps)
2_1_floorplan              7260          6070
3_3_place_gp               6010          6000
3_5_place_dp               6000          6000
4_1_cts                    5980          6000
5_1_grt                    5800          6000
6_report                   6000          6000
-- where the power goes --
group | switching [mW] | total, mW | internal [mW]
combinational | 0.0531 | 0.129 | 0.0758
sequential | 0 | 0 | 0
clock | 0 | 0 | 0
total | 0.0531 | 0.129 | 0.0758
Power and IR drop assume default switching activity.
